`flow/config.mk`:
```
export PLATFORM = sky130hd
export DESIGN_NAME = dmux8way16
export DESIGN_NICKNAME = dmux8way16
export VERILOG_FILES = /design/flow/design.v
export SDC_FILE = /design/flow/constraint.sdc
export NUM_CORES = 4
export LEC_CHECK = 1
export CORE_AREA = 10 10 97 97
export DIE_AREA = 0 0 107 107
```
`flow/constraint.sdc`:
```
current_design dmux8way16

set clk_period 1.0
set clk_io_pct 0.2

create_clock -name clk0 -period $clk_period

set non_clock_inputs [all_inputs -no_clocks]
set_input_delay [expr $clk_period * $clk_io_pct] -clock clk0 $non_clock_inputs
set_output_delay [expr $clk_period * $clk_io_pct] -clock clk0 [all_outputs]
```
`flow/design.v`:
```
module dmux16(
    input wire [15: 0] in,
    input wire sel,
    output wire [15: 0] a,
    output wire [15: 0] b
);
    assign a = in & {16{~sel}};
    assign b = in & {16{sel}};
endmodule
module dmux4way16(
    input wire [15:0] in,
    input wire [1:0] sel,
    output wire [15:0] a,
    output wire [15:0] b,
    output wire [15:0] c,
    output wire [15:0] d
);
    wire [15:0] layer1_ab, layer1_cd;
    dmux16 layer1 (
        .in(in),
        .sel(sel[1]),
        .a(layer1_ab),
        .b(layer1_cd)
    );
    dmux16 layer2_ab (
        .in(layer1_ab),
        .sel(sel[0]),
        .a(a),
        .b(b)
    );
    dmux16 layer2_cd (
        .in(layer1_cd),
        .sel(sel[0]),
        .a(c),
        .b(d)
    );
endmodule
module dmux8way16(
    input wire [15:0] in,
    input wire [2:0] sel,
    output wire [15:0] a,
    output wire [15:0] b,
    output wire [15:0] c,
    output wire [15:0] d,
    output wire [15:0] e,
    output wire [15:0] f,
    output wire [15:0] g,
    output wire [15:0] h
);
    wire [15:0] abcd, efgh;
    dmux16 layer1 (
        .in(in),
        .sel(sel[2]),
        .a(abcd),
        .b(efgh)
    );
    dmux4way16 layer2_abcd (
        .in(abcd),
        .sel(sel[1:0]),
        .a(a),
        .b(b),
        .c(c),
        .d(d)
    );
    dmux4way16 layer2_efgh (
        .in(efgh),
        .sel(sel[1:0]),
        .a(e),
        .b(f),
        .c(g),
        .d(h)
    );
endmodule
```
`flow/run.sh`:
```
#!/bin/bash
# OpenROAD 26Q1-2900-gdf79404cd8, Yosys 0.63+post, stock flow scripts
make -C /OpenROAD-flow-scripts/flow DESIGN_CONFIG=/design/flow/config.mk WORK_HOME=/design/flow/orfs finish
```
==> tab_implementation.tex <==
% Generated from flow reports
\begin{tabular}{lr}
\hline
Metric & Value \\
\hline
\multicolumn{2}{l}{\textbf{Final layout}} \\
Tally of clock buffers in the finished layout & 0 \\
Layout overhead on the synthesized area & 183\% \\
Final standard cell utilization of the core & 66.1\% \\
Post-route non-filler standard cell count & 535 \\
Count of flip-flops and latches & 0 \\
Fraction of layout instances using a drive strength above 1 & 84.6\% \\
FF/Latch Area & 0 sq um \\
\multicolumn{2}{l}{\textbf{Die}} \\
Core Util at FP & 23.3\% \\
Number of core rows & 31 \\
DIE WIDTH & 107 microns \\
Io pins & 147 \\
Die outline height & 107 microns \\
Die ar. & 11,400 sq um \\
Core outline area & 7290 sq um \\
\multicolumn{2}{l}{\textbf{Min path}} \\
Hold-critical path depth & 3 \\
Type of the tightest min-delay check & in2out \\
\multicolumn{2}{l}{\textbf{Placement}} \\
I/O Buffers & 147 \\
HPWL after detailed placement & 6.80 mm \\
Placer Congestion & 0.726 \\
Number of cells after detailed placement & 416 \\
Post-placement setup slack & -0.832 ns \\
\multicolumn{2}{l}{\textbf{Synth}} \\
Mean Syn Cell Area & 10.0 sq um \\
Cell area leaders & sky130\_fd\_sc\_hd\_\_and4bb\_2 32\%, sky130\_fd\_sc\_hd\_\_and4b\_1 28\%, sky130\_fd\_sc\_hd\_\_nor4b\_2 14\%, sky130\_fd\_sc\_hd\_\_buf\_2 9.7\%, sky130\_fd\_sc\_hd\_\_and4\_1 8.2\% \\
Area share of and-or/or-and cells after synthesis & 0\% \\
Xor and xnor fraction of the mapped netlist area & 0\% \\
Largest combinational cell category by area & simple AND/OR/NAND/NOR gates \\
Post-synthesis chip area from yosys & 1700 sq um \\
Cell count after synthesis & 170 \\
Post-synthesis instance area & 1700 sq um \\
Synthesis Warnings & 0 \\
Basic Gates by Area & 85.4\% \\
Number of standard cells reported by yosys & 170 \\
Max-area cell share & 32.4\% \\
Part of the Yosys area used for sequential elements & 0\% \\
Synth top cells by count & 48 x sky130\_fd\_sc\_hd\_\_and4b\_1, 44 x sky130\_fd\_sc\_hd\_\_and4bb\_2, 33 x sky130\_fd\_sc\_hd\_\_buf\_2, 16 x sky130\_fd\_sc\_hd\_\_and4\_1, 16 x sky130\_fd\_sc\_hd\_\_nor4b\_2 \\
Cell accounting for the most synthesized area & sky130\_fd\_sc\_hd\_\_and4bb\_2 \\
Mux share & 0\% \\
Cell with the most instances after synthesis & sky130\_fd\_sc\_hd\_\_and4b\_1 \\
Number of distinct standard cells referenced by the synthesized netlist & 9 \\
Arithmetic-cell share of the synthesized area counting full adders, half adders and majority gates & 0\% \\
\multicolumn{2}{l}{\textbf{Timing}} \\
Setup Viol. Count Final & 127 \\
Highest attainable clock frequency & 732 MHz \\
Pin slew with the least headroom to its limit & 0.194 ns \\
Fraction of the cycle the final worst path needs & 137\% \\
Total count of max-transition violations in the final report & 0 \\
Min Tclk post-route & 1.37 ns \\
Worst Setup Slack, final & -0.366 ns \\
Fin Setup TNS & -22.24 ns \\
Setup repair after global routing missed its margin & true \\
Relative max-transition margin & 86.9\% \\
Final Hold Violating Endpoints & 0 \\
\multicolumn{2}{l}{\textbf{Detailed routing}} \\
Count of antenna diodes in the layout & 0 \\
Total number of vias & 2,844 \\
Remaining routing DRC violations & 0 \\
Number of detailed-route iterations in the first pass & 4 \\
Average vias per placed instance & 5.32 \\
Average wire per standard cell & 24.5 microns \\
Detailed Route Iter0 Violations & 140 \\
Detail Route Antenna Nets & 0 \\
Total wire length after detailed routing & 13.1 mm \\
\multicolumn{2}{l}{\textbf{Job}} \\
Total tool warning count & 34 \\
Number of maximum-capacitance constraint violations & 0 \\
\multicolumn{2}{l}{\textbf{Setup path}} \\
Critical path peak fanout & 6 \\
Data arrival time of the critical path & 1.17 ns \\
Data required time at the worst endpoint & 0.80 ns \\
CP endpoint kind & output pin \\
Critical path launch point type & input port \\
Crit Path Class & in2out \\
\multicolumn{2}{l}{\textbf{Power}} \\
Sw Share & 36.4\% \\
PD cells & 373 nW/um\^{}2 \\
Net Sw Power & 654 uW \\
Internal Power & 1140 uW \\
Relative contribution of the clock network to total power & 0\% \\
Comb pwr share & 100.0\% \\
Reported leakage power & 0.00261 uW \\
Maximum ir drop on the vdd rail & 0.211 mV \\
Sequential Power Share & 0\% \\
\multicolumn{2}{l}{\textbf{GRT}} \\
Largest net degree at the start of global routing & 19 \\
Global-route wire length before repair & 18.7 mm \\
Total overflow reported by the global router & 0 \\
Global-route usage over all layers & 20.7\% \\
Via count of the first global-routing pass & 2,863 \\
Number of antenna violations at the first check in global routing & 0 \\
\multicolumn{2}{l}{\textbf{Outcome}} \\
Run status & finished, violations left \\
Failing checks & negative setup slack \\
\multicolumn{2}{l}{\textbf{Clock tree}} \\
Hold Buf Count CTS & 0 \\
\hline
\end{tabular}
## critical path, stage by stage
cell and delay, ns:
sky130_fd_sc_hd__buf_16 0.12, sky130_fd_sc_hd__buf_12 0.12, sky130_fd_sc_hd__buf_16 0.12, sky130_fd_sc_hd__buf_6 0.11, sky130_fd_sc_hd__buf_6 0.11, sky130_fd_sc_hd__and4bb_2 0.28
sky130_fd_sc_hd__buf_2 0.10
## metal layers
layer,vias to the layer above,GRT usage [%],part of all wire (%)
li1,1282,-,-
met1,1396,26.8,43
met2,157,34.4,47
met3,9,6.73,9.9
met4,0,0.774,0.82
met5,-,0,0
## cell families (layout without fill, tap and decap cells)
| kind of cell | count (synthesis) | count (layout) |
|---|---|---|
| buf+inv | 42 | 308 |
| simple gates | 128 | 128 |
## stage by stage
stage / instance area, sq um / power, uW / hold WS [ns]
2_1_floorplan: 1700 / 369 / 0.504
3_3_place_gp: 3540 / 1020 / 1.15
3_5_place_dp: 3540 / 1020 / 1.15
4_1_cts: 4680 / 1710 / 0.752
5_1_grt: 4820 / 1880 / 0.738
6_report: 4820 / 1800 / 0.724
## power by group through the flow
stage,registers (uW),logic [uW],clock network [uW]
CTS,0,1710,0
global route,0,1880,0
finish,0,1800,0
## worst paths after layout
path / startpoint / endpoint / slack (ns)
max: sel[0] / e[9] / -0.37
min: in[9] / a[9] / 0.72
## cell type report
type                            count  area, sq um
Fill cell                         534         2470
Multi-Input combinational cell    128         1620
Tap cell                           99          124
Timing Repair Buffer              308         3080
## layout by cell type (no fill, tap or decap)
cell type | netlist | final
sky130_fd_sc_hd__buf_2 | 33 | 130
sky130_fd_sc_hd__buf_6 | 5 | 73
sky130_fd_sc_hd__and4b_1 | 48 | 48
sky130_fd_sc_hd__and4bb_2 | 44 | 44
sky130_fd_sc_hd__buf_4 | 3 | 34
sky130_fd_sc_hd__buf_8 | 0 | 26
sky130_fd_sc_hd__buf_12 | 0 | 20
sky130_fd_sc_hd__and4_1 | 16 | 16
sky130_fd_sc_hd__nor4b_4 | 0 | 13
sky130_fd_sc_hd__buf_16 | 0 | 13
sky130_fd_sc_hd__clkbuf_16 | 0 | 5
sky130_fd_sc_hd__nor4bb_4 | 0 | 3
sky130_fd_sc_hd__nor4b_2 | 16 | 3
sky130_fd_sc_hd__clkbuf_2 | 1 | 3
sky130_fd_sc_hd__dlygate4sd2_1 | 0 | 2
sky130_fd_sc_hd__nor4bb_2 | 0 | 1
sky130_fd_sc_hd__bufbuf_16 | 0 | 1
sky130_fd_sc_hd__clkdlybuf4s15_1 | 0 | 1
## repair_timing
action | 4_1_cts | 5_1_grt
setup buffers | 80 | 33
cloned | 25 | 5
endpoints found under the setup margin | 128 | 126
pin swaps | 48 | 59
gates resized | 584 | 74
No activity file was given, so power comes from the tool's default toggle rates.
