==> /design/flow/design.v <==
module add16(
    input wire [15: 0] a,  
    input wire [15: 0] b,  
    output wire [15: 0] sum  
);
    wire [15: 0] carry;  
    wire [15: 0] g, p;
    assign g = a & b;  
    assign p = a ^ b;  
    assign carry[0] = 1'b0;  
    genvar i;
    generate
        for (i = 0; i < 15; i = i + 1) begin : carry_loop
            assign carry[i + 1] = g[i] | (p[i] & carry[i]);
        end
    endgenerate
    assign sum = p ^ carry;  
endmodule
module alu(
    input wire [15: 0] x,
    input wire [15: 0] y,
    input wire zx,  
    input wire nx,
    input wire zy,  
    input wire ny,
    input wire f,  
    input wire no,  
    output wire [15: 0] out,  
    output wire zr,  
    output wire ng  
);
    wire [15: 0] x_0, y_0, x_0n, y_0n, x_p, y_p, add_r, and_r, f_r, f_rn, temp_out;
    wire msb8, lsb8;
    mux16 mux_x0 (
        .a(x),
        .b(16'b0),
        .sel(zx),
        .out(x_0)
    );
    mux16 mux_y0 (
        .a(y),
        .b(16'b0),
        .sel(zy),
        .out(y_0)
    );
    not16 not_x (
        .in(x_0),
        .out(x_0n)
    );
    not16 not_y (
        .in(y_0),
        .out(y_0n)
    );
    mux16 mux_xn (
        .a(x_0),
        .b(x_0n),   
        .sel(nx),
        .out(x_p)
    );
    mux16 mux_yn (
        .a(y_0),
        .b(y_0n),
        .sel(ny),
        .out(y_p)
    );
    add16 add_inst (
        .a(x_p),
        .b(y_p),
        .sum(add_r)
    );
    and16 and_inst (
        .a(x_p),
        .b(y_p),
        .out(and_r)
    );
    mux16 mux_f (
        .a(and_r),
        .b(add_r),
        .sel(f),
        .out(f_r)
    );
    not16 not_f (
        .in(f_r),
        .out(f_rn)
    );
    mux16 mux_fn (
        .a(f_r),
        .b(f_rn),
        .sel(no),
        .out(temp_out)
    );
    assign out = temp_out;
    or8way or8_msb (
        .in(temp_out[15: 8]),
        .out(msb8)
    );
    or8way or8_lsb (
        .in(temp_out[7: 0]),
        .out(lsb8)
    );
    assign zr = ~(msb8 | lsb8);
    assign ng = temp_out[15];
endmodule
module and16(
    input wire [15:0] a,
    input wire [15:0] b,
    output wire [15:0] out
);
    assign out = a & b;
endmodule
module mux16(
    input wire [15:0] a,
    input wire [15:0] b,
    input wire sel,
    output wire [15:0] out
);
    wire [15:0] choose_a;
    wire [15:0] choose_b;
    assign choose_b = b & {16{sel}};
    assign choose_a = a & {16{~sel}};
    assign out = choose_a | choose_b;
endmodule 
module not16(
    input wire [15:0] in,
    output wire [15:0] out
);
    assign out = ~in;
endmodule
module or8way(
    input wire [7:0] in,
    output wire out
);
    wire [3: 0] layer1;
    wire [1: 0] layer2;
    assign layer1[0] = in[0] | in[1];
    assign layer1[1] = in[2] | in[3];
    assign layer1[2] = in[4] | in[5];
    assign layer1[3] = in[6] | in[7];
    assign layer2[0] = layer1[0] | layer1[1];
    assign layer2[1] = layer1[2] | layer1[3];
    assign out = layer2[0] | layer2[1];
endmodule
==> /design/flow/run.sh <==
#!/bin/bash
# OpenROAD 26Q1-2900-gdf79404cd8, Yosys 0.63+post, stock flow scripts
make -C /OpenROAD-flow-scripts/flow DESIGN_CONFIG=/design/flow/config.mk WORK_HOME=/design/flow/orfs finish
==> /design/flow/config.mk <==
export PLATFORM = sky130hd
export DESIGN_NAME = alu
export DESIGN_NICKNAME = alu
export VERILOG_FILES = /design/flow/design.v
export SDC_FILE = /design/flow/constraint.sdc
export NUM_CORES = 4
export LEC_CHECK = 1
export CORE_AREA = 10 10 107 107
export DIE_AREA = 0 0 117 117
==> /design/flow/constraint.sdc <==
current_design alu

set clk_period 12.8
set clk_io_pct 0.2

create_clock -name clk0 -period $clk_period

set non_clock_inputs [all_inputs -no_clocks]
set_input_delay [expr $clk_period * $clk_io_pct] -clock clk0 $non_clock_inputs
set_output_delay [expr $clk_period * $clk_io_pct] -clock clk0 [all_outputs]
==> impl_metrics.tcl <==
# metrics dict for downstream scripts
set metrics [dict create \
    cp_slowest_stage_delay_ns 0.55 \
    die_w_um 117 \
    grt_max_degree 36 \
    total_power_uw 162 \
    pwr_density_cell_nw_per_um2 63.2 \
    initCoreUtil 0.179 \
    max_freq_mhz 80.2 \
    instances_no_fill 394 \
    drtAntennaViolNets 0 \
    routed_wl_um 4600 \
    run_status "finished, final reports clean" \
    drive_above_1_share 0.166 \
    wl_per_cell_um 11.7 \
    dp_cells 392 \
    ys_area_um2 1650 \
    io_buffers 56 \
    dieArea_um2 13700 \
    path_cells "clkdlybuf4s50_1 > xnor2_2 > ha_2 > inv_1 > fa_2 > fa_2 > fa_2 > fa_2 > fa_2 > fa_2 > fa_2 > fa_2 > fa_2 > fa_2 > fa_2 > fa_2 > fa_2 > fa_1 > inv_1 > mux2i_2 > or4b_4 > a221oi_2 > and3_1 > clkbuf_2" \
    final_area_um2 2560 \
    worstPathArrival_ns 9.91 \
    warning_count 46 \
    fp-row-count 35 \
    startpoint_type "primary input" \
    hp-class "primary input to primary output" \
    core_area_um2 9200 \
    maxCapViolCount 0 \
    p_leak_uw 0.00110 \
    critPathMostFrequentCell "fa_2" \
    placed_area_um2 2440 \
    drt_iter0_markers 40 \
    track_usage 0.0689 \
    synthesis.area_um2 1650 \
    area_growth_pct 55.2 \
    finalSetupViolCount 0 \
    critical_path_required_ns 10.24 \
    grt_pass1_wl_um 7780 \
    pin_count 56 \
    rsz0062_at_grt "no" \
    slowest_stage "or4b_4" \
    drv_slew 0 \
    hold_viol 0 \
    final_core_util 0.278 \
    ff_latch_area_um2 0 \
    finalCritPeriodShare 0.974 \
    synth.avg_cell_area_um2 7.50 \
    synthCells 220 \
    postSynthSeqShare 0 \
    ys_cells 220 \
    period_needed_ns 12.47 \
    grt_pass1_vias 1718 \
    num_vias 1509 \
    gp_congestion 0.784 \
    setup_tns_ns 0 \
    irDropWorstVdd_v 0.0000184 \
    tightest_slew_ns 0.477 \
    diodes 0 \
    hpwl_um 4150 \
    grt-ovfl-total 0 \
    firstDrtPassIters 4 \
    seq_cell_count 0 \
    post_drt_via_cell_ratio 3.83 \
    worstSetupPathType "primary input to primary output" \
    cp_max_fo 2 \
    die_h_um 117 \
    hold_depth 8 \
    clkbuf_count 0 \
    slew-limit-headroom 0.673 \
    end_kind "primary output" \
    synth.distinct_cells 30 \
    drc 0 \
    antenna_found_initial 0 \
    yosysWarnings 0 \
]
## path summary, 6_finish.rpt
kind | start | end | slack, ns
setup / recovery | ny | zr | 0.33
hold / removal | nx | zr | 6.19
## cell usage in the layout, fill, tap and decap left out, types with 2 or more instances in the layout
cell	instances
nand2_1	16
fa_2	13
or4_1	2
and3_1	3
a21oi_1	2
xnor2_2	4
xnor2_1	45
ha_1	15
inv_1	30
buf_4	19
buf_6	2
mux2i_1	2
nor2_1	6
nor3_1	4
clkdlybuf4s50_1	50
nand2b_4	4
a311oi_1	2
nand2b_1	29
nand4_1	2
dlymetal6s2s_1	5
o21ai_0	14
## cell type report
class | instances | area, µm²
Inverter | 30 | 113
Fill cell | 978 | 6640
Tap cell | 111 | 139
Timing Repair Buffer | 77 | 733
Multi-Input combinational cell | 176 | 1580
## power by group
part | leakage (µW) | switching, µW | total, µW | internal, µW
clock network | 0 | 0 | 0 | 0
registers | 0 | 0 | 0 | 0
logic | 0.00110 | 66.9 | 162 | 94.9
## stage by stage
step | hold slack, ns | worst slack [ns]
floorplan | 5.36 | 0.00265
global placement | 6.36 | -0.965
detailed placement | 6.36 | -0.976
CTS | 6.37 | 0.00479
global route | 6.28 | 0.0293
finish | 6.19 | 0.330
## Yosys cell counts, types with 2 or more instances
master,count,area [µm²]
xnor2_1,49,429
nand2b_1,33,206
inv_1,30,113
ha_1,16,200
nand2_1,16,60.1
fa_1,14,280
o21ai_0,14,70.1
clkbuf_1,6,22.5
nor2_1,6,22.5
buf_2,5,25.0
nor3_1,4,20.0
and3_1,3,18.8
mux2i_1,3,30.0
a21oi_1,2,10.0
a311oi_1,2,17.5
nand4_1,2,12.5
or4_1,2,15.0
## critical path: cells and delay by family
family / cells / cell delay [ns]
xor+xnor: 1 / 0.13
mux: 1 / 0.08
fa+ha+maj: 15 / 5.41
simple gates: 2 / 0.75
buf+inv: 4 / 0.74
compound gates: 1 / 0.23
## repair_timing
item	4_1_cts	5_1_grt
setup buffers	0	2
pin swaps	16	21
resized	8	18
hold buffers	0	0
endpoints found under the setup margin	5	1
## routing by layer
metal | global-route usage | wire length, µm | up-vias | share of wire
met5 | 0 | 0 | - | 0
met4 | 0.00659 | 42 | 0 | 0.0091
met3 | 0.0191 | 289 | 2 | 0.063
met2 | 0.124 | 2240 | 33 | 0.49
met1 | 0.0825 | 2020 | 667 | 0.44
li1 | - | - | 807 | -
## cells by family after synthesis
logic type                 share of synthesized area
and+or+nand+nor                                0.247
AOI/OAI and AO/OA                             0.0721
xor gates and xnor gates                       0.260
muxes                                         0.0182
buffers and inverters                          0.111
adders and majority gates                      0.291
Power figures rest on the tool's default switching activity, not on a simulated workload.
