File: ./config.mk
export PLATFORM = sky130hd
export DESIGN_NAME = mux8way16
export DESIGN_NICKNAME = mux8way16
export VERILOG_FILES = /design/flow/design.v
export SDC_FILE = /design/flow/constraint.sdc
export NUM_CORES = 4
export LEC_CHECK = 1
export CORE_AREA = 10 10 84 84
export DIE_AREA = 0 0 94 94
File: ./constraint.sdc
current_design mux8way16

set clk_period 2.5
set clk_io_pct 0.2

create_clock -name clk0 -period $clk_period

set non_clock_inputs [all_inputs -no_clocks]
set_input_delay [expr $clk_period * $clk_io_pct] -clock clk0 $non_clock_inputs
set_output_delay [expr $clk_period * $clk_io_pct] -clock clk0 [all_outputs]
File: ./design.v
module mux16(
    input wire [15:0] a,
    input wire [15:0] b,
    input wire sel,
    output wire [15:0] out
);
    wire [15:0] choose_a;
    wire [15:0] choose_b;
    assign choose_b = b & {16{sel}};
    assign choose_a = a & {16{~sel}};
    assign out = choose_a | choose_b;
endmodule 
module mux4way16(
    input wire [15:0] a,
    input wire [15:0] b,
    input wire [15:0] c,
    input wire [15:0] d,
    input wire [1:0] sel,
    output wire [15:0] out
);
    wire [15: 0] layer1_ab, layer1_cd;
    mux16 mux_ab (
        .a(a),
        .b(b),
        .sel(sel[0]),
        .out(layer1_ab)
    );
    mux16 mux_cd (
        .a(c),
        .b(d),
        .sel(sel[0]),
        .out(layer1_cd)
    );
    mux16 mux2 (
        .a(layer1_ab),
        .b(layer1_cd),
        .sel(sel[1]),
        .out(out)
    );
endmodule
module mux8way16(
    input wire [15:0] a,
    input wire [15:0] b,
    input wire [15:0] c,
    input wire [15:0] d,
    input wire [15:0] e,
    input wire [15:0] f,
    input wire [15:0] g,
    input wire [15:0] h,
    input wire [2:0] sel,
    output wire [15:0] out
);
    wire [15:0] layer2_abcd, layer2_efgh;
    mux4way16 mux_abcd (
        .a(a),
        .b(b),
        .c(c),
        .d(d),
        .sel(sel[1:0]),
        .out(layer2_abcd)
    );
    mux4way16 mux_efgh (
        .a(e),
        .b(f),
        .c(g),
        .d(h),
        .sel(sel[1:0]),
        .out(layer2_efgh)
    );
    mux16 mux_final (
        .a(layer2_abcd),
        .b(layer2_efgh),
        .sel(sel[2]),
        .out(out)
    );
endmodule
File: ./run.sh
#!/bin/bash
# OpenROAD 26Q1-2900-gdf79404cd8, Yosys 0.63+post, stock flow scripts
make -C /OpenROAD-flow-scripts/flow DESIGN_CONFIG=/design/flow/config.mk WORK_HOME=/design/flow/orfs finish
==> results.cfg <==
; flow metrics
[power]
total_power_uw = 444
pwr_density_cell_nw_per_um2 = 166
ir_drop_v = 0.0000808
leakage_power_uw = 0.00104

[placement]
dp.final_hpwl_um = 5030
finalWeightedCongestion = 0.755
portBuffers = 147
numPlacedInstances = 272
pre_cts_ws_ps = -298

[die]
die_w_um = 94
core_area_um2 = 5200
top_level_ports = 147
chip_area_um2 = 8840
die_h_um = 94
number_of_placement_rows = 26
fp_util = 0.206

[synthesis]
number_of_warnings_issued_by_yosys = 0
synth_xor_xnor_area_share = 0
synth-compound-area-share = 0
netlist-cell-type-count = 7
synthTopLogicFamily = multiplexers
yosys.stat.chipArea_um2 = 1070
synth.avg_cell_area_um2 = 18.8
yosys-mux-area-fraction = 0.939
netlist_instances = 57
netlist_area_before_placement_um2 = 1070
adder_share = 0
post_synth_and_or_nand_nor_area_fraction = 0
ys_cells = 57
ys_seq_share = 0

[detailed_routing]
wirelength_um = 5920
drt_pre_antenna_iters = 4
detail-route-antenna-nets = 0
antenna_cells = 0
drt_iter0_drc = 21
drcViolationCount = 0
routedWlPerCell_um = 21.4
detail_route.vias_per_cell = 4.65
num_vias = 1283

[critical_path]
critPathBufInv = 2
crit_path_max_delay_family = multiplexers
crit_cells = 4
cp-end-kind = primary output
critical-path-max-stage-delay_ps = 490
worstPathCellList = clkdlybuf4s50_1 > mux4_1 > mux2_2 > dlygate4sd2_1
critical_path_required_ps = 2000
timing.critical_path.from_type = input port
worst-path-max-fanout = 1
cpMaxStageDelayCell = mux4_1
worstSetupPathType = input port to primary output
arrival_ps = 1930

[sta]
timing.slew.headroom = 0.898
grt_setup_unrepaired = false
timing_max_transition_violations_final = 0
period_utilisation_layout = 0.972
timing.final.setup_violations = 0
max_freq_mhz = 412
timing.setup.tns_ps = 0
timing.final.hold_violations = 0
setup_slack_ps = 71.0
post-route-min-period_ps = 2430
tightestPinTransition_ps = 153

[finish]
flop_area_um2 = 0
n_sequential_cell = 0
area_growth_pct = 150
final_cells = 276
post_route_cells_drive_above_1_share = 0.262
final.clkbuf_count = 0
final_util = 0.513

[job]
count_of_tool_warnings = 33
maxCapViolCount = 0

[min_path]
worst_hold_path.num_cells = 5
hold_path_class = input port to primary output

[global_routing]
grt_antenna_before_repair = 0
grt_usage = 0.130
grt_pass1_wl_um = 8830
grt_start_max_net_pins = 15
grt_remaining_overflow = 0
grt_pass1_vias = 1549

[clocking]
holdBufCountCts = 0

[run_status]
status = completed
-- what timing repair did --
item	in CTS	in global routing
setup endpoints to repair	16	2
resized	55	3
endpoints found under the hold margin	0	0
gates cloned	2	0
buffers inserted	2	0
-- power breakdown --
| part | internal, uW | switching [uW] |
|---|---|---|
| registers | 0 | 0 |
| logic | 347 | 96.5 |
| clock network | 0 | 0 |
-- metal layers --
metal | vias to the layer above | wire [um] | track usage | part of all wire
met1 | 602 | 2320 | 0.165 | 0.39
met4 | 0 | 0 | 0 | 0
met5 | - | 0 | 0 | 0
met2 | 98 | 2750 | 0.205 | 0.46
li1 | 583 | - | - | -
met3 | 0 | 845 | 0.0711 | 0.14
-- cells by family after synthesis --
logic type,Yosys count
muxes,48
buffers and inverters,9
-- worst paths after layout --
check             slack [ps]    from  endpoint
setup / recovery          70    e[0]    out[0]
hold / removal          1700  sel[0]   out[14]
-- cells in the mapped netlist (all sizes together) --
master	instances	area (um2)
buf	6	52.6
clkbuf	3	12.5
mux4	32	826
mux2	16	180
-- stage by stage --
step                hold slack (ps)  instance area (um2)
floorplan                      1220                 1070
global placement               2120                 2640
detailed placement             2130                 2640
CTS                            1760                 2660
global route                   1750                 2670
finish                         1700                 2670
-- area by class of cell --
cell class | instances | area (um2)
fillers | 456 | 2530
multi-input cells | 48 | 953
well taps | 70 | 87.6
repair buffers | 158 | 1630
-- cells in the final DEF, fill, tap and decap left out --
| master | netlist | final |
|---|---|---|
| mux2_2 | 16 | 9 |
| buf_6 | 4 | 2 |
| mux4_1 | 28 | 7 |
| mux2_4 | 0 | 7 |
| buf_8 | 0 | 1 |
| buf_4 | 0 | 4 |
| dlymetal6s2s_1 | 0 | 2 |
| buf_12 | 0 | 3 |
| bufbuf_16 | 0 | 1 |
| dlygate4sd2_1 | 0 | 19 |
| clkdlybuf4s15_2 | 0 | 1 |
| mux4_2 | 4 | 25 |
| clkdlybuf4s50_1 | 0 | 124 |
| buf_16 | 0 | 1 |
No activity file was given, so power comes from the tool's default toggle rates.
